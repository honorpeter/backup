==> flow/design.v <==
module ex_module(
    input   wire    sclk,         
    input   wire    rst_n,       
    input   wire  [7:0] d,
    output  reg  [7:0] q      
);  
always @(posedge sclk or negedge rst_n)   
    if(rst_n == 1'b0)    
        q<=8'h00;        
    else
        q<=d;
always @(posedge sclk)
    if(rst_n == 1'b0)
        q<=8'h00;
    else
        q<=d;
endmodule
==> flow/run.sh <==
#!/bin/bash
# OpenROAD 26Q1-2900-gdf79404cd8, Yosys 0.63+post, stock flow scripts
make -C /OpenROAD-flow-scripts/flow DESIGN_CONFIG=/design/flow/config.mk WORK_HOME=/design/flow/orfs finish
==> flow/config.mk <==
export PLATFORM = sky130hd
export DESIGN_NAME = ex_module
export DESIGN_NICKNAME = ex_module
export VERILOG_FILES = /design/flow/design.v
export SDC_FILE = /design/flow/constraint.sdc
export NUM_CORES = 4
export LEC_CHECK = 1
export CORE_AREA = 10 10 70 70
export DIE_AREA = 0 0 80 80
==> flow/constraint.sdc <==
current_design ex_module

set clk_period 1.0
set clk_io_pct 0.2

create_clock -name clk0 -period $clk_period [get_ports {sclk}]

set non_clock_inputs [all_inputs -no_clocks]
set_input_delay [expr $clk_period * $clk_io_pct] -clock clk0 $non_clock_inputs
set_output_delay [expr $clk_period * $clk_io_pct] -clock clk0 [all_outputs]
==> flow_summary.json <==
{
  "yosysWarnings": 1,
  "synth_cell_type_count": 3,
  "lastStage": "synthesis",
  "yosysSeqAreaShare_pct": 87.8,
  "firstError": "ERROR: Found 8 problems in 'check -assert'.",
  "ys_cells": 24,
  "ys_chip_area_um2": 410,
  "ys.flops": 16,
  "run_status": "aborted with a tool error"
}
## kinds of logic after synthesis
family	count (synthesis)	share of synthesized area, %
AND/OR/NAND/NOR	8	12.2
flip-flops	16	87.8
## synth_stat cells, drive strengths merged
| cell type | count | area share [%] |
|---|---|---|
| and2 | 8 | 12 |
| dfrtp | 8 | 49 |
| dfxtp | 8 | 39 |
